**flow/run.sh**
```bash
#!/bin/bash
# OpenROAD 26Q1-2900-gdf79404cd8, Yosys 0.63+post, stock flow scripts
make -C /OpenROAD-flow-scripts/flow DESIGN_CONFIG=/design/flow/config.mk WORK_HOME=/design/flow/orfs finish
```
**flow/config.mk**
```make
export PLATFORM = sky130hd
export DESIGN_NAME = adder_16bit
export DESIGN_NICKNAME = adder_16bit
export VERILOG_FILES = /design/flow/design.v
export SDC_FILE = /design/flow/constraint.sdc
export NUM_CORES = 4
export LEC_CHECK = 1
export CORE_AREA = 10 10 75 75
export DIE_AREA = 0 0 85 85
```
**flow/constraint.sdc**
```tcl
current_design adder_16bit

set clk_period 14.5
set clk_io_pct 0.2

create_clock -name clk0 -period $clk_period

set non_clock_inputs [all_inputs -no_clocks]
set_input_delay [expr $clk_period * $clk_io_pct] -clock clk0 $non_clock_inputs
set_output_delay [expr $clk_period * $clk_io_pct] -clock clk0 [all_outputs]
```
**flow/design.v**
```verilog
module adder_16bit (
    X, Y, Z, 
    sign, zero, carry, parity, overflow
);
    input [15 : 0] X, Y;
    output [15 : 0] Z;
    output sign, zero, carry, parity, overflow;
    assign {carry, Z} = X + Y;
    assign sign = Z[15];
    assign parity = ~(^Z);
    assign zero = ~(|Z);
    assign overflow = (X[15] & Y[15] & ~Z[15]) | (~X[15] & ~Y[15] & Z[15]);
endmodule
```
==> impl_metrics.csv <==
group,metric,value,unit
cells_and_area,regArea,0,sq um
cells_and_area,instances_no_fill,234,
sta,finalSetupViolations,0,
status,status,"finished, final reports clean",
global_route,grt_max_degree,9,
sta,fin_crit,9.60,ns
cells_and_area,stdcell_area,1660,sq um
die,die_x,85,um
die,rows,23,
critical_path,worstSetupPathType,"input pin to primary output",
power_and_ir_drop,ir_worst_vdd,0.0511,mV
die,die_h,85,um
critical_path,crit_fanout,4,
power_and_ir_drop,p_int,82.3,uW
power_and_ir_drop,seq_power_share,0,
power_and_ir_drop,power_frac_comb,1.000,
drt,drcViolationCount,0,
placed_design,hpwl,2640,um
drt,wl,2800,um
cells_and_area,flops,0,
flow_run,drv_cap,0,
sta,setup_tns,0,ns
drt,vias,1058,
critical_path,critPathCaptureType,"primary output",
global_route,grt_pass1_vias,1094,
sta,max_freq,104,MHz
power_and_ir_drop,p_total,130,uW
cells_and_area,drive_gt1_frac,0.0707,
hold_path,hp-start,"Y[0]",
global_route,grt_use_total,0.0758,
cells_and_area,clkbuf_count,0,
logic_synthesis,avgSynthCellArea,8.15,sq um
global_route,grt_pass1_wl,4850,um
logic_synthesis,top_area_frac,0.275,
sta,slew_headroom,0.765,
placed_design,dpl-instance-area,1660,sq um
die,dieArea,7230,sq um
power_and_ir_drop,p_per_area,78.1,nW/um^2
placed_design,dp.cells,234,
logic_synthesis,synth_cell_types,40,
drt,dr.pass1.iters,3,
drt,antenna-diode-count,0,
clock_tree,postCtsResizedCells,0,
sta,tightest_slew,0.351,ns
die,core,4060,sq um
clock_tree,post-cts-setup-buffers,0,
sta,hold_viol,0,
drt,vias_per_cell,4.52,
logic_synthesis,topCellsByArea,"ha_1, xnor2_1, inv_1",
drt,drt_iter0_drc,17,
logic_synthesis,synth_seq_share,0,
cells_and_area,syn_to_final_growth,52.1,%
sta,drv_slew,0,
critical_path,required,11.60,ns
logic_synthesis,yosys.area.top_type,"ha_1",
drt,ant_nets,0,
cells_and_area,nFillCells,420,
power_and_ir_drop,p_sw_frac,0.366,
critical_path,arrival,6.70,ns
clock_tree,postCtsHoldBufs,0,
power_and_ir_drop,net-switching-power,47.5,uW
logic_synthesis,ys_area,1090,sq um
sta,final.period_utilization,0.662,
flow_run,openroad.warnings,33,
die,initCoreUtil,0.269,
power_and_ir_drop,p_leak,0.745,nW
hold_path,hp-class,"input pin to primary output",
logic_synthesis,synth_cells,134,
logic_synthesis,ys_cells,134,
placed_design,io_buffers,53,
global_route,grt_overflow,0,
logic_synthesis,yosysWarnings,0,
sta,rsz0062_at_grt,"false",
global_route,antenna_found_initial,0,
hold_path,min_to,"Z[0]",
placed_design,place_congestion,0.784,
hold_path,holdPathStages,3,
power_and_ir_drop,p_clk_frac,0,
die,boundaryPins,53,
critical_path,cp-start-kind,"input pin",
logic_synthesis,syn_area,1090,sq um
drt,wl_per_cell,12.0,um
-- power by group through the flow --
stage,clock network [mW],logic [mW],registers (mW)
global route,0,0.148,0
finish,0,0.130,0
CTS,0,0.133,0
-- cells in the final DEF (no fill, tap or decap), types with 2 or more instances in the layout --
cell type / count
clkdlybuf4s50_1: 53
ha_1: 24
inv_1: 19
xnor2_1: 16
a21oi_1: 10
nand2_1: 7
a21o_1: 6
o21ai_0: 5
xor2_1: 5
nor2_1: 4
o21bai_1: 3
nand3_1: 3
a211oi_2: 2
nand2b_1: 2
a211oi_1: 2
-- metrics by stage --
stage / worst slack [ns] / hold WS [ns] / utilization
after detailed placement: 4.89 / 6.87 / 0.409
after global placement: 4.91 / 6.86 / 0.409
after floorplan: 6.05 / 5.89 / -
after global routing: 4.55 / 6.90 / 0.409
final: 4.90 / 6.86 / 0.409
after CTS: 4.88 / 6.87 / 0.409
-- logic make-up after synthesis --
family	after synthesis	share of synthesized area
multiplexers	1	0.0103
adder cells (fa/ha/maj)	25	0.293
AND-OR/OR-AND	38	0.283
AND/OR/NAND/NOR	25	0.123
XOR/XNOR	23	0.204
buffers and inverters	22	0.0871
-- cells in the mapped netlist, types with 2 or more instances --
cell      instances
o21bai_1          3
o21ai_0           5
nand3_1           3
nor2_1            4
xnor2_1          16
inv_1            19
ha_1             24
a21oi_1          10
a211oi_2          2
xor2_1            5
a21o_1            6
nand2_1           7
a211oi_1          2
nand2b_1          2
-- critical path, stage by stage --
cell	delay, ns
clkdlybuf4s50_1	0.40
ha_1	0.24
inv_1	0.08
fa_1	0.19
and2b_1	0.19
o2111ai_1	0.22
nand2_1	0.14
a21oi_2	0.24
or2b_1	0.25
a21o_1	0.20
xnor2_1	0.22
ha_1	0.28
xor2_1	0.15
xnor2_1	0.18
xnor2_1	0.15
xnor3_1	0.24
clkdlybuf4s50_1	0.42
-- per-layer routing --
metal	routed length [um]	track usage	vias up
met5	0	0	-
met4	0	0	0
met3	281	0.0260	0
met2	1230	0.124	28
met1	1290	0.0999	459
li1	-	-	571
-- area by class of cell --
type,instances,area [sq um],share of cell area
timing repair buffer,53,531,0.319
inverter,19,71.3,0.0429
multi-input combinational,112,997,0.600
tap,50,62.6,0.0377
-- worst max path at each step --
| stage | cells past startpoint | slack (ns) | endpoint | startpoint |
|---|---|---|---|---|
| 4_1_cts | 17 | 4.88 | parity | X[0] |
| 5_1_grt | 17 | 4.55 | parity | X[0] |
| 6_report | 17 | 4.90 | parity | X[0] |
Power and IR drop assume default switching activity.
