==> design/flow/design.v <==
module adder_4bit (
    S, c_out,
    A, B, c_in
);
    input [3 : 0] A, B;
    input c_in;
    output [3 : 0] S;
    output c_out;
    assign {c_out, S} = A + B + c_in;
endmodule
==> design/flow/run.sh <==
#!/bin/bash
# OpenROAD 26Q1-2900-gdf79404cd8, Yosys 0.63+post, stock flow scripts
make -C /OpenROAD-flow-scripts/flow DESIGN_CONFIG=/design/flow/config.mk WORK_HOME=/design/flow/orfs finish
==> design/flow/config.mk <==
export PLATFORM = sky130hd
export DESIGN_NAME = adder_4bit
export DESIGN_NICKNAME = adder_4bit
export VERILOG_FILES = /design/flow/design.v
export SDC_FILE = /design/flow/constraint.sdc
export NUM_CORES = 4
export LEC_CHECK = 1
export CORE_AREA = 10 10 70 70
export DIE_AREA = 0 0 80 80
==> design/flow/constraint.sdc <==
current_design adder_4bit

set clk_period 3.8
set clk_io_pct 0.2

create_clock -name clk0 -period $clk_period

set non_clock_inputs [all_inputs -no_clocks]
set_input_delay [expr $clk_period * $clk_io_pct] -clock clk0 $non_clock_inputs
set_output_delay [expr $clk_period * $clk_io_pct] -clock clk0 [all_outputs]
==> flow_summary.json <==
{
  "detail_route.drc_violations": 0,
  "grt_first_pass_wirelength_um": 779,
  "grt_antenna_before_repair": 0,
  "standard_cell_area_after_detailed_placement_um2": 341.6,
  "setup_violations": 0,
  "cp_cell_sequence": "clkdlybuf4s50_1 > fa_1 > inv_1 > fa_1 > inv_1 > clkdlybuf4s50_1",
  "ys_seq_frac": 0,
  "timing.final.hold_violations": 0,
  "power_density_nw_per_um2": 132.2,
  "drtIter0Drc": 0,
  "num_rows": 21,
  "wl_per_cell_um": 6.724,
  "synth_unique_cells": 9,
  "flops": 0,
  "routed_wirelength_um": 511,
  "floorplan.io_pins": 14,
  "antenna_cells_inserted": 0,
  "cts_hold_buf": 0,
  "area.sequential_um2": 0,
  "pwr-share-clk": 0,
  "ys_warn_count": 0,
  "vias": 155,
  "layout.clock_buffers": 0,
  "yosys-stat-area_um2": 143.9,
  "worst_ep_arrival_time_ns": 2.64,
  "outcome": "finished, final reports clean",
  "gp_congestion": 0.7105,
  "worstHoldPathType": "in2out",
  "grt_remaining_overflow": 0,
  "synth.avg_cell_area_um2": 8.993,
  "post_cts.resized_instances": 0,
  "critPathMaxStageDelay_ns": 0.47,
  "dieHeight_um": 80,
  "cp-start-kind": "input pin",
  "seqPwrFrac": 0,
  "crit_fanout": 2,
  "ratio_of_cells_with_drive_above_1_in_the_final_layout": 0.03333,
  "mostFrequentLayoutCells": "14 x clkdlybuf4s50_1, 4 x inv_1, 3 x ha_1, 2 x xnor2_1, 2 x fa_1",
  "dp_hpwl_um": 492.2,
  "die_w_um": 80,
  "openroad.warnings": 35,
  "synthToLayoutAreaGrowth_pct": 137.4,
  "first_pass_iters": 1,
  "final_common_cell": "clkdlybuf4s50_1",
  "floorplanUtilization": 0.04212,
  "die_area_um2": 6400,
  "cellLeakagePower_uw": 0.0001346,
  "syn_inst": 16,
  "final_min_period_over_clock_period": 0.8937,
  "power_spent_charging_and_discharging_nets_uw": 12.96,
  "antenna_left": 0,
  "final-max-slew-violation-count": 0,
  "critical_path.endpoint_type": "primary output",
  "numPortBuffers": 14,
  "timing.slew.headroom": 0.8905,
  "grt_start_max_net_pins": 4,
  "mappedNetlistArea_um2": 143.9,
  "comb_power_share": 1.000,
  "max_cap_viols": 0,
  "slowest_stage": "clkdlybuf4s50_1",
  "irDropWorstVdd_v": 0.00001915,
  "post_synthesis_cell_count_from_yosys": 16,
  "net_switching_fraction_of_the_power": 0.2870,
  "drt-vias-per-instance": 2.039,
  "grt_pass1_vias": 176,
  "design_area_um2": 341.6,
  "cts_setup_buffers": 0,
  "period_minus_slack_ns": 3.396,
  "internal-power_uw": 32.19,
  "track_usage": 0.01527,
  "fp.coreArea_um2": 3416,
  "max_freq_mhz": 294.4,
  "critPathKind": "in2out",
  "rsz_0062_raised_after_global_routing": "false",
  "tightestPinTransition_ns": 0.1625,
  "fin_tns_setup_ns": 0,
  "cp_data_required_time_ns": 3.04
}
worst max-delay path: cells and delay by family:
family | cells | cell delay [ns]
buffers and inverters | 4 | 1.04
adder cells (fa/ha/maj) | 2 | 0.84
cells by family (layout without fill, tap and decap cells):
kind of cell / count (synthesis) / in the layout / share of synthesized area
XOR/XNOR: 2 / 2 / 0.1218
buffers and inverters: 4 / 18 / 0.1043
AND-OR/OR-AND: 3 / 3 / 0.1478
adder cells (fa/ha/maj): 5 / 5 / 0.5392
AND/OR/NAND/NOR: 2 / 2 / 0.08701
Yosys cell counts:
master    number  share of area
a21o_1         1          0.052
fa_1           2           0.28
xnor2_1        2           0.12
nor2b_1        1          0.044
a21oi_2        1          0.061
ha_1           3           0.26
nand2b_1       1          0.044
inv_1          4           0.10
o21ai_0        1          0.035
power by group through the flow:
stage | clock network (uW) | logic [uW] | registers (uW)
4_1_cts | 0 | 46.4 | 0
5_1_grt | 0 | 51.3 | 0
6_report | 0 | 45.2 | 0
through the flow:
| stage | setup WS, ns | total power [uW] | util | instances | hold slack, ns |
|---|---|---|---|---|---|
| after floorplan | 1.360 | 14.08 | - | 16 | 1.624 |
| after global placement | 0.4043 | 45.65 | 0.1000 | 76 | 2.604 |
| after detailed placement | 0.3858 | 46.07 | 0.1000 | 76 | 2.609 |
| after CTS | 0.3854 | 46.42 | 0.1000 | 76 | 2.615 |
| after global routing | 0.2235 | 51.35 | 0.1000 | 76 | 2.647 |
| final | 0.4038 | 45.16 | 0.1000 | 76 | 2.604 |
path summary, 6_finish.rpt:
check | end | depth (start not counted) | slack (ns) | from
min | S[0] | 3 | 2.60 | c_in
max | S[1] | 6 | 0.40 | A[0]
layout make-up:
| type | instances | area, um2 |
|---|---|---|
| fill | 398 | 3074 |
| timing repair buffer | 14 | 140.1 |
| multi-input combinational | 12 | 128.9 |
| tap | 46 | 57.56 |
| inverter | 4 | 15.01 |
per-layer routing:
layer  up-vias  track usage  routed length (um)
met4         0            0                   0
li1         80            -                   -
met5         -            0                   0
met1        63      0.01590                 215
met2        12      0.02247                 146
met3         0      0.01591                 149
No activity file was given, so power comes from the tool's default toggle rates.
